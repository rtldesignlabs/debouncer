**/design/flow/run.sh**
```bash
#!/bin/bash
# OpenROAD 26Q1-2900-gdf79404cd8, Yosys 0.63+post, stock flow scripts
make -C /OpenROAD-flow-scripts/flow DESIGN_CONFIG=/design/flow/config.mk WORK_HOME=/design/flow/orfs finish
```
**/design/flow/config.mk**
```make
export PLATFORM = sky130hd
export DESIGN_NAME = zed_debouncer_top
export DESIGN_NICKNAME = zed_debouncer_top
export VERILOG_FILES = /design/flow/design.v
export SDC_FILE = /design/flow/constraint.sdc
export NUM_CORES = 4
export LEC_CHECK = 1
export CORE_UTILIZATION = 40
export SYNTH_HDL_FRONTEND = slang
```
**/design/flow/constraint.sdc**
```tcl
current_design zed_debouncer_top

set clk_period 5.3
set clk_io_pct 0.2

create_clock -name clk0 -period $clk_period [get_ports {i_clock}]

set non_clock_inputs [all_inputs -no_clocks]
set_input_delay [expr $clk_period * $clk_io_pct] -clock clk0 $non_clock_inputs
set_output_delay [expr $clk_period * $clk_io_pct] -clock clk0 [all_outputs]
```
**/design/flow/design.v**
```verilog
module debounce_fsm
    # (
        parameter DEBOUNCE_COUNTER_WIDTH    = 24
    )
    (
        input   logic i_clock,
        input   logic [DEBOUNCE_COUNTER_WIDTH-1 : 0] i_debounce_counter,
        input   logic i_bouncing_signal,
        output  logic o_debounced_signal
    );
    timeunit 1ns;
    timeprecision 1ps;
    logic bouncing_signal_meta;
    logic bouncing_signal_stable;
    always_ff @(posedge i_clock) begin
        bouncing_signal_meta <= i_bouncing_signal;
        bouncing_signal_stable <= bouncing_signal_meta;
    end  
    enum logic [1:0] {  IDLE,
                        EDGE_DETECTED,
                        DEBOUNCED_HIGH,
                        DEBOUNCED_LOW } fsm_state = IDLE;
    logic [DEBOUNCE_COUNTER_WIDTH-1 : 0] debounce_counter;
    always_ff @(posedge i_clock) begin
        case (fsm_state)
            IDLE : begin
                o_debounced_signal <= 1'b0;
                debounce_counter <= 'b0;
                fsm_state <= EDGE_DETECTED;
            end
            EDGE_DETECTED : begin
                debounce_counter <= debounce_counter + 1;
                if (debounce_counter == i_debounce_counter) begin
                    debounce_counter <= 'b0;
                    if (bouncing_signal_stable == 1'b1) begin
                        fsm_state <= DEBOUNCED_HIGH;
                    end else begin
                        fsm_state <= DEBOUNCED_LOW;
                    end
                end
            end
            DEBOUNCED_HIGH : begin
                o_debounced_signal <= 1'b1;
                if (bouncing_signal_stable == 1'b0) begin
                    fsm_state <= EDGE_DETECTED;
                end
            end
            DEBOUNCED_LOW : begin
                o_debounced_signal <= 1'b0;
                if (bouncing_signal_stable == 1'b1) begin
                    fsm_state <= EDGE_DETECTED;
                end
            end
        endcase
    end  
endmodule
module led_share (
    input   logic i_sw0, 
    input   logic i_btnu, 
    input   logic i_btnd, 
    input   logic i_btnl, 
    input   logic i_btnr, 
    input   logic i_btnc,
    output  logic o_ld0
);
    timeunit 1ns;
    timeprecision 1ps;
    assign o_ld0 = (i_sw0 | i_btnu | i_btnd | i_btnl | i_btnr | i_btnc);     
endmodule
module zed_debouncer
    # (
        parameter SWITCH_COUNT              = 8,
        parameter BUTTON_COUNT              = 5,
        parameter DEBOUNCE_COUNTER_WIDTH    = 24
    )
    (
        input   logic i_clock,
        input   logic [DEBOUNCE_COUNTER_WIDTH-1 : 0] i_switch_debounce_counter,
        input   logic [DEBOUNCE_COUNTER_WIDTH-1 : 0] i_button_debounce_counter,
        input   logic i_sw0,
        input   logic i_sw1,
        input   logic i_sw2,
        input   logic i_sw3,
        input   logic i_sw4,
        input   logic i_sw5,
        input   logic i_sw6,
        input   logic i_sw7,
        input   logic i_btnu,
        input   logic i_btnd,
        input   logic i_btnl,
        input   logic i_btnr,
        input   logic i_btnc,
        output  logic o_sw0,
        output  logic o_sw1,
        output  logic o_sw2,
        output  logic o_sw3,
        output  logic o_sw4,
        output  logic o_sw5,
        output  logic o_sw6,
        output  logic o_sw7,
        output  logic o_btnu,
        output  logic o_btnd,
        output  logic o_btnl,
        output  logic o_btnr,
        output  logic o_btnc
    );
    timeunit 1ns;
    timeprecision 1ps;
    logic [SWITCH_COUNT-1 : 0] bouncing_switch_array;
    logic [SWITCH_COUNT-1 : 0] debounced_switch_array;
    logic [BUTTON_COUNT-1 : 0] bouncing_button_array;
    logic [BUTTON_COUNT-1 : 0] debounced_button_array;
    assign bouncing_switch_array    = {i_sw7, i_sw6, i_sw5, i_sw4, i_sw3, i_sw2, i_sw1, i_sw0};
    assign debounced_switch_array   = {o_sw7, o_sw6, o_sw5, o_sw4, o_sw3, o_sw2, o_sw1, o_sw0};
    assign bouncing_button_array    = {i_btnu, i_btnd, i_btnl, i_btnr, i_btnc};
    assign debounced_button_array   = {o_btnu, o_btnd, o_btnl, o_btnr, o_btnc};
    genvar i;
    generate
        for (i = 0; i < SWITCH_COUNT; i++) begin : switch_debounce_fsm_gen
            debounce_fsm 
            # (
                .DEBOUNCE_COUNTER_WIDTH (DEBOUNCE_COUNTER_WIDTH)
            )
            switch_debounce_fsm_inst (
                .i_clock            (i_clock),
                .i_debounce_counter (i_switch_debounce_counter),
                .i_bouncing_signal  (bouncing_switch_array[i]),
                .o_debounced_signal (debounced_switch_array[i])
            );
        end 
    endgenerate
    genvar j;
    generate
        for (j = 0; j < BUTTON_COUNT; j++) begin : button_debounce_fsm_gen
            debounce_fsm 
            # (
                .DEBOUNCE_COUNTER_WIDTH (DEBOUNCE_COUNTER_WIDTH)
            )
            button_debounce_fsm_inst (
                .i_clock            (i_clock),
                .i_debounce_counter (i_button_debounce_counter),
                .i_bouncing_signal  (bouncing_button_array[j]),
                .o_debounced_signal (debounced_button_array[j])
            );
        end 
    endgenerate
endmodule
module zed_debouncer_top
    (
        input   logic i_clock,
        input   logic i_sw0,
        input   logic i_sw1,
        input   logic i_sw2,
        input   logic i_sw3,
        input   logic i_sw4,
        input   logic i_sw5,
        input   logic i_sw6,
        input   logic i_sw7,
        input   logic i_btnu,
        input   logic i_btnd,
        input   logic i_btnl,
        input   logic i_btnr,
        input   logic i_btnc,
        output  logic o_ld0,
        output  logic o_ld1,
        output  logic o_ld2,
        output  logic o_ld3,
        output  logic o_ld4,
        output  logic o_ld5,
        output  logic o_ld6,
        output  logic o_ld7
    );
    timeunit 1ns;
    timeprecision 1ps;
    logic sw0;
    logic sw1;
    logic sw2;
    logic sw3;
    logic sw4;
    logic sw5;
    logic sw6;
    logic sw7;
    logic btnu;
    logic btnd;
    logic btnl;
    logic btnr;
    logic btnc;
    zed_debouncer
    # (
        .SWITCH_COUNT           (8),
        .BUTTON_COUNT           (5),
        .DEBOUNCE_COUNTER_WIDTH (24)
    )
    zed_debouncer_inst
    (
        .i_clock                    (i_clock),
        .i_switch_debounce_counter  (24'd1000000),
        .i_button_debounce_counter  (24'd1000000),
        .i_sw0                      (i_sw0),
        .i_sw1                      (i_sw1),
        .i_sw2                      (i_sw2),
        .i_sw3                      (i_sw3),
        .i_sw4                      (i_sw4),
        .i_sw5                      (i_sw5),
        .i_sw6                      (i_sw6),
        .i_sw7                      (i_sw7),
        .i_btnu                     (i_btnu),
        .i_btnd                     (i_btnd),
        .i_btnl                     (i_btnl),
        .i_btnr                     (i_btnr),
        .i_btnc                     (i_btnc),
        .o_sw0                      (sw0),
        .o_sw1                      (sw1),
        .o_sw2                      (sw2),
        .o_sw3                      (sw3),
        .o_sw4                      (sw4),
        .o_sw5                      (sw5),
        .o_sw6                      (sw6),
        .o_sw7                      (sw7),
        .o_btnu                     (btnu),
        .o_btnd                     (btnd),
        .o_btnl                     (btnl),
        .o_btnr                     (btnr),
        .o_btnc                     (btnc)
    );
    led_share led_share_inst (
        .i_sw0  (sw0),
        .i_btnu (btnu),
        .i_btnd (btnd),
        .i_btnl (btnl),
        .i_btnr (btnr),
        .i_btnc (btnc),
        .o_ld0  (o_ld0)
    );
    assign o_ld1 = sw1;
    assign o_ld2 = sw2;
    assign o_ld3 = sw3;
    assign o_ld4 = sw4;
    assign o_ld5 = sw5;
    assign o_ld6 = sw6;
    assign o_ld7 = sw7;
endmodule
```
==> flow report <==
==============================================================================
Count of input and output buffers                                           21
GR Overflow Total                                                            0
Maximum capacitance violations                                               0
Minimum clock period                                                  3.068 ns
Number of hold violations in the final report                                0
Die extent in y                                                       229.0 µm
Hold-fix buffer count after cts                                              0
Maximum frequency from static timing analysis                       0.3259 GHz
Critical setup path kind                                            reg -> out
Number of placed cells counting well taps                                 2579
Clock tree from TritonCTS                                                 done
R2R depth                                                                    7
Placement row count                                                         82
Number of buffers created by CTS                                            44
Ports placed on the boundary                                                22
Proportion of layout cells with a drive suffix above 1                 0.05242
Root buf cell                                                     sky130_fd_sc_hd__clkbuf_16
Number of standard cells in the final layout excluding fillers            2656
Post-layout util                                                        0.4530
Count of final setup violators                                               0
Total setup buffers inserted after CTS                                       0
Number of logged tool warnings                                              77
Buffers from clock root to sink, at most                                     3
Sequential area share after synthesis                                   0.5364
Required time of the critical path                                     4.24 ns
Number of cell instances after yosys synthesis                            1946
Top library cells by usage in the layout, fill and taps aside     sky130_fd_sc_hd__edfxtp_1, sky130_fd_sc_hd__nor2_1, sky130_fd_sc_hd__a21oi_1
Placer's final routability congestion estimate                          0.8537
Via count of the first global-routing pass                               13730
Largest stage delay on the critical path                               0.43 ns
Drt via density                                                          5.457
Post-synth EDFFs                                                           351
Worst slew pin tran                                                  0.8852 ns
Status                                                               completed
CP Max Fanout                                                                1
Count of pins over their slew limit                                          0
Layout overhead on the synthesized area                                 10.89%
Commonest non-fill, non-tap cell in the layout                    sky130_fd_sc_hd__edfxtp_1
Total via count after detailed routing                                   14490
TritonCTS Sinks                                                            377
Total die size                                                       52460 µm²
Critical path arrival                                                  2.01 ns
Count of cell types in the netlist                                          47
Fraction of the cycle the final worst path needs                        0.5789
Capturing element type of the critical path                         output pin
Iteration count of the initial detailed-routing pass                         5
Ys Warns                                                                     0
Number of nets with antenna violations after routing                         0
Core Box Area                                                        50480 µm²
Average wire per standard cell                                        14.05 µm
Cells along the critical path                                     nor4_1 -> nand2_1 -> clkdlybuf4s50_1
Initial antenna violation count                                              0
Worst min path class                                                reg -> reg
Maximum VDD drop                                                     0.3265 mV
Total wire length after detailed routing                              37.31 mm
Worst R2R Setup Slack                                                  2.77 ns
Antenna fix cells                                                            0
Pin count of the biggest net entering global routing                        25
DRC errors left                                                              0
All-layer global routing usage                                          0.1515
Post-synthesis instance area                                         20620 µm²
Largest clock skew in the final design                              0.01188 ns
Area of the synthesized netlist per yosys stat                       20620 µm²
Fin Setup TNS                                                             0 ns
Detailed Route Iter0 Violations                                           1058
RSZ-0062 raised after global routing                                        no
Fill cell instance count of the final layout                              4571
CP Launch Type                                                        register
Clock latency reported for the late side of the worst-skew pair        0.56 ns
Flops after synth                                                          377
Primary FF master, synth                                          sky130_fd_sc_hd__edfxtp_1
Number of H-tree branching levels                                            2
Post-DP HPWL                                                          23.76 mm
Post-Synthesis Cells                                                      1946
Global-route wire length before repair                                64.64 mm
Die span in x                                                         229.0 µm
Power density over the cells                                      598.5 nW/µm²
Average cell area after synthesis                                    10.60 µm²
Number of resized instances in the post-cts repair step                      0
Cell at the slowest stage of the critical path                    sky130_fd_sc_hd__clkdlybuf4s50_1
FP Util                                                                 0.4085
Clock-pin slew on the worst setup and hold paths                       0.06 ns
Share of flip-flops with an asynchronous set or reset                        0
Hold Path Depth                                                              0
LEAKAGE                                                            0.007516 µW
Tightest slew margin relative to the limit                              0.4059
==============================================================================
[synthesized netlist by cell type, drive strengths merged, types with 34 or more instances]
master / instances / area share
nor2: 212 / 0.039
inv: 107 / 0.019
a21oi: 122 / 0.030
or4: 79 / 0.029
clkbuf: 71 / 0.013
nand2: 105 / 0.019
o31ai: 69 / 0.025
nand4: 103 / 0.032
nor4: 40 / 0.012
xor2: 87 / 0.037
xnor2: 76 / 0.032
ha: 78 / 0.047
and4: 34 / 0.014
edfxtp: 351 / 0.51
nand3: 116 / 0.029
o21ai: 60 / 0.015
or3: 58 / 0.018
[worst max-delay path, delay by kind of cell, from the launching register on]
family,cells,cell delay [ns]
buffers and inverters,1,0.43
flip-flops,1,0.42
AND/OR/NAND/NOR,2,0.60
[layout make-up]
cell class | instances | area (µm²) | share of cell area
clock buffer | 56 | 1177 | 0.05149
clock inverter | 21 | 176.4 | 0.007716
inverter | 107 | 401.6 | 0.01757
multi-input combinational | 1389 | 8900 | 0.3892
sequential | 377 | 11060 | 0.4837
tap | 672 | 840.8 | 0.03677
timing repair buffer | 34 | 307.8 | 0.01346
[report_power, final]
| group | switching [µW] | internal (µW) | total, µW |
|---|---|---|---|
| clock network | 1180 | 1710 | 2890 |
| registers | 1620 | 5490 | 7120 |
| logic | 2260 | 1420 | 3680 |
| total | 5070 | 8610 | 13700 |
[logic make-up (layout without fill, tap and decap cells)]
logic type	Yosys count	count (layout)	synth area share
XOR/XNOR	163	163	0.06924
buffers and inverters	180	218	0.03295
multiplexers	13	13	0.006310
adder cells (fa/ha/maj)	78	78	0.04733
AND-OR/OR-AND	258	258	0.07263
AND/OR/NAND/NOR	877	877	0.2351
flip-flops	377	377	0.5364
[worst max path at each step]
| stage | slack (ns) | start | end |
|---|---|---|---|
| finish | 2.23 | register | o_ld0 |
| global route | 2.08 | register | o_ld0 |
| CTS | 2.18 | register | o_ld0 |
[per-layer routing]
layer  vias to the layer above  share of wire  global-route usage
li1                       7337              -                   -
met1                      6833           0.50              0.2530
met2                       263           0.43              0.2167
met3                        60          0.046             0.03370
met4                         0          0.022             0.03083
met5                         -              0                   0
[per-stage QoR]
| step | cell area, µm² | hold WS [ns] | setup WS, ns | total power [µW] |
|---|---|---|---|---|
| floorplan | 20620 | 0.3096 | 3.078 | 9568 |
| global route | 22860 | 0.3314 | 2.080 | 14760 |
| finish | 22860 | 0.3251 | 2.232 | 13680 |
| detailed placement | 21510 | 0.3121 | 2.768 | 10860 |
| CTS | 22860 | 0.3264 | 2.184 | 13850 |
| global placement | 21510 | 0.3105 | 2.790 | 10740 |
Power is estimated from default activity; no workload was simulated.
